--- flow/design.v ---
package rv;
  typedef enum logic [9:0] {
    LUI   = 10'bxxx_0110111,
    AUIPC = 10'bxxx_0010111,
    JAL   = 10'bxxx_1101111,
    JALR  = 10'b000_1100111,
    BEQ   = 10'b000_1100011,
    BNE   = 10'b001_1100011,
    BLT   = 10'b100_1100011,
    BGE   = 10'b101_1100011,
    BLTU  = 10'b110_1100011,
    BGEU  = 10'b111_1100011,
    LB    = 10'b000_0000011,
    LH    = 10'b001_0000011,
    LW    = 10'b010_0000011,
    LBU   = 10'b100_0000011,
    LHU   = 10'b101_0000011,
    SB    = 10'b000_0100011,
    SH    = 10'b001_0100011,
    SW    = 10'b010_0100011,
    ADDI  = 10'b000_0010011,
    SLTI  = 10'b010_0010011,
    SLTIU = 10'b011_0010011,
    XORI  = 10'b100_0010011,
    ORI   = 10'b110_0010011,
    ANDI  = 10'b111_0010011,
    SLLI  = 10'b001_0010011,
    SRxI  = 10'b101_0010011,
    ADD   = 10'b000_0110110,
    SLL   = 10'b001_0110011,
    SLT   = 10'b010_0110011,
    SLTU  = 10'b011_0110011,
    XOR   = 10'b100_0110011,
    SRx   = 10'b101_0110011,
    OR    = 10'b110_0110011,
    AND   = 10'b111_0110011
  } RV32_INSTRUCTION;
  typedef enum logic [3:0] {
    ALU_SLL  = 4'd00,
    ALU_SRL  = 4'd01,
    ALU_SRA  = 4'd02,
    ALU_ADD  = 4'd03,
    ALU_SUB  = 4'd04,
    ALU_XOR  = 4'd05,
    ALU_OR   = 4'd06,
    ALU_AND  = 4'd07,
    ALU_SLT  = 4'd08,
    ALU_SLTU = 4'd09,
    ALU_SBT  = 4'd10,
    ALU_SBTU = 4'd11,
    ALU_EQ   = 4'd12,
    ALU_NEQ  = 4'd13,
    ALU_NOP  = 4'd15
  } RV32_ALU_OPCODE;
endpackage
module program_counter (
    input logic rstN,
    input logic clk,
    output logic [31:0] pc
);
  always_ff @(posedge clk, negedge rstN) begin
    if (!rstN) pc <= '0;
    else       pc <= pc + 4;
  end
endmodule
--- flow/run.sh ---
#!/bin/bash
# OpenROAD 26Q1-2900-gdf79404cd8, Yosys 0.63+post, stock flow scripts
make -C /OpenROAD-flow-scripts/flow DESIGN_CONFIG=/design/flow/config.mk WORK_HOME=/design/flow/orfs finish
--- flow/config.mk ---
export PLATFORM = sky130hd
export DESIGN_NAME = program_counter
export DESIGN_NICKNAME = program_counter
export VERILOG_FILES = /design/flow/design.v
export SDC_FILE = /design/flow/constraint.sdc
export NUM_CORES = 4
export LEC_CHECK = 1
export CORE_AREA = 10 10 104 104
export DIE_AREA = 0 0 114 114
--- flow/constraint.sdc ---
current_design program_counter

set clk_period 6.6
set clk_io_pct 0.2

create_clock -name clk0 -period $clk_period [get_ports {clk}]

set non_clock_inputs [all_inputs -no_clocks]
set_input_delay [expr $clk_period * $clk_io_pct] -clock clk0 $non_clock_inputs
set_output_delay [expr $clk_period * $clk_io_pct] -clock clk0 [all_outputs]
==> impl_metrics.tcl <==
# metrics dict for downstream scripts
set metrics [dict create \
    holdPathEnd "pc[31]" \
    routabilityCongestion 0.7094 \
    detail-route-antenna-nets 0 \
    timing.max_cap.violations 0 \
    routed_wl_um 3113 \
    crit_arrival_ns 1.26 \
    reg2reg_slack_ns 4.73 \
    cts.sinks 30 \
    fp-utilization_pct 15.72 \
    timing_worst_setup_path_type "flop to output pin" \
    crit_cells 1 \
    crit_path_max_fanout 6 \
    post-synth-top-area-cell "dfrtp_1" \
    crit_slowest_cell "clkdlybuf4s50_1" \
    diodes 0 \
    final-comb-area_um2 590.6 \
    synthesis.instances 113 \
    dominantRegCellSynth "dfrtp_1" \
    place_worst_setup_slack_ns 4.313 \
    cpLargestDelayFamily "buffers and inverters" \
    grt_max_degree 31 \
    status "completed" \
    register_area_um2 750.7 \
    clock_slew_seen_by_the_registers_of_the_worst_setup_and_hold_paths_ns 0.07 \
    die_h_um 114 \
    top_regs "pc (30)" \
    remaining_overflow_grt 0 \
    slew_headroom_pct 61.26 \
    antenna_found_initial 0 \
    floorplan_row_count 34 \
    top_cell "dfrtp_1" \
    synthesis.area_per_instance_um2 12.07 \
    max_clock_freq_ghz 0.3877 \
    synthTopCellsByCount "30 x dfrtp_1, 19 x xnor2_1, 10 x nand2_1, 10 x nand3_1, 9 x xor2_1" \
    synth_cell_type_count 20 \
    rsz0062_at_grt "no" \
    edf_count 0 \
    r2r-start "pc[2]" \
    floorplan.io_pins 34 \
    ys.flops 30 \
    dp.final_hpwl_um 2342 \
    area_leaders "dfrtp_1 55%, xnor2_1 12%, xor2_1 5.8%" \
    synth.yosys.warnings 1 \
    synth_chip_area_um2 1364 \
    largest_register_ffs 30 \
    fin_setup_tns_ns 0 \
    setup.worst_path.end_class "output pin" \
    route.detailed.wl_per_inst_um 11.97 \
    timing.clock.skew_ns 0.002195 \
    openroad.warnings 25 \
    clockBufferDepth 2 \
    holdCritPathClass "flop to flop" \
    cells_resized_by_post_cts_repair 0 \
    worstPathBufferInverterCount 1 \
    asyncSetResetFlopFracSynth_pct 100.0 \
    gr-usage-all-layers_pct 4.991 \
    grt_first_pass_wirelength_um 5202 \
    drc_errors 0 \
    core_region_area_um2 8678 \
    whs_path_depth 1 \
    period_minus_slack_ns 2.579 \
    clkLatencyLatePin_ns 0.28 \
    power_per_cell_area_nw_per_um2 193.8 \
    sequence_of_cells_on_the_critical_path "clkdlybuf4s50_1" \
    yosysCellCount 113 \
    drt-vias-per-instance 3.554 \
    area_growth_syn_to_layout_pct 40.37 \
    max_slew.worst_pin.slew_ns 0.5768 \
    power_leakage_nw 0.8577 \
    detail_route.first_pass.iterations 4 \
    largest_register "pc" \
    setup_ws_ns 4.021 \
    hold_viol_final 0 \
    postCtsHoldBufs 0 \
    final_setup_viols 0 \
    drive_gt1_share_pct 10.53 \
    min-delay-start "pc[31]" \
    finalClockPeriodUsage_pct 39.08 \
    synth_largest_type_area_fraction_pct 55.05 \
    h-tree-depth 2 \
    dieWidth_um 114 \
    dr_total_vias 924 \
    cts-buffers-inserted 5 \
    syn-cell-area_um2 1364 \
    fillCellCount 947 \
    ir_worst_vdd_mv 0.1027 \
    first_global_vias 927 \
    cts_root_buffer "clkbuf_8" \
    drtIter0Drc 27 \
    crit_path_start_kind "flop" \
    timing.critical_path.slowest_cell_delay_ns 0.51 \
    worst_r2r_path_depth 5 \
    rr_endpoint "pc[30]" \
    cp_data_required_time_ns 5.28 \
    slew_viol_final 0 \
    post_cts_buffers 0 \
    io_buffer_count 31 \
    synth.yosys.seq_area_share_pct 55.05 \
    tritoncts "yes" \
    die-area_um2 13000 \
]
area by class of cell:
| type | instances | share of cell area (%) |
|---|---|---|
| Tap cell | 108 | 7.059 |
| Clock buffer | 5 | 3.595 |
| Timing Repair Buffer | 32 | 16.60 |
| Inverter | 3 | 0.5882 |
| Clock inverter | 3 | 2.091 |
| Sequential cell | 30 | 39.22 |
| Multi-Input combinational cell | 79 | 30.85 |
routing by layer:
metal	vias up	part of all wire, %	GRT usage (%)
li1	457	-	-
met1	435	46	7.324
met2	28	42	6.378
met3	4	11	2.658
met4	0	1.3	0.8354
met5	-	0	0
report_power, final:
part | total [W] | internal, W | switching [W]
clock | 0.000183 | 0.000111 | 0.0000715
combinational | 0.00000461 | 0.000000906 | 0.00000370
sequential | 0.000184 | 0.000184 | 0
worst max-delay path by stage:
stage | start | end
CTS | pc[9] | pc[9]
global route | pc[9] | pc[9]
finish | pc[9] | pc[9]
layout by cell type, fill, tap and decap left out:
cell and instances:
nand4_4 1, nand4_2 1, nand4_1 6, nand3_1 10, nand3_2 1, bufinv_16 1
ha_1 1, nand3_4 1, dfrtp_1 30, nor2_1 6, and3_1 4, or2_1 1
nor4_4 3, xnor2_1 19, clkinv_2 2, nor3_1 3, clkbuf_8 5, nand2_1 10
clkdlybuf4s50_1 31, xor2_1 9, inv_1 3, conb_1 2, nor4_1 1, buf_4 1
kinds of logic (layout without fill, tap and decap cells):
logic type / after synthesis / count (layout) / synth area share (%)
AND/OR/NAND/NOR: 48 / 48 / 23.85
flip-flops: 30 / 30 / 55.05
XOR/XNOR: 28 / 28 / 17.98
buffers and inverters: 5 / 43 / 1.926
adder cells (fa/ha/maj): 1 / 1 / 0.9173
other: 1 / 2 / 0.2750
per-stage QoR:
step	power (W)	area, um^2	hold WS, ns	cells	util, %
2_1_floorplan	0.0001882	1368	0.4245	114	-
3_3_place_gp	0.0001924	1805	0.4657	252	20.80
3_5_place_dp	0.0001923	1805	0.4734	252	20.80
4_1_cts	0.0003791	1914	0.4826	260	22.06
5_1_grt	0.0003911	1914	0.5009	260	22.06
6_report	0.0003710	1914	0.4741	260	22.06
Power figures rest on the tool's default switching activity, not on a simulated workload.
