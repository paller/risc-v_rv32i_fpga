**./run.sh**
```bash
#!/bin/bash
# OpenROAD 26Q1-2900-gdf79404cd8, Yosys 0.63+post, stock flow scripts
make -C /OpenROAD-flow-scripts/flow DESIGN_CONFIG=/design/flow/config.mk WORK_HOME=/design/flow/orfs finish
```
**./config.mk**
```make
export PLATFORM = sky130hd
export DESIGN_NAME = register_file
export DESIGN_NICKNAME = register_file
export VERILOG_FILES = /design/flow/design.v
export SDC_FILE = /design/flow/constraint.sdc
export NUM_CORES = 4
export LEC_CHECK = 1
export CORE_UTILIZATION = 30
```
**./constraint.sdc**
```tcl
current_design register_file

set clk_period 7.0
set clk_io_pct 0.2

create_clock -name clk0 -period $clk_period [get_ports {clk}]

set non_clock_inputs [all_inputs -no_clocks]
set_input_delay [expr $clk_period * $clk_io_pct] -clock clk0 $non_clock_inputs
set_output_delay [expr $clk_period * $clk_io_pct] -clock clk0 [all_outputs]
```
**./design.v**
```verilog
package rv;
  typedef enum logic [9:0] {
    LUI   = 10'bxxx_0110111,
    AUIPC = 10'bxxx_0010111,
    JAL   = 10'bxxx_1101111,
    JALR  = 10'b000_1100111,
    BEQ   = 10'b000_1100011,
    BNE   = 10'b001_1100011,
    BLT   = 10'b100_1100011,
    BGE   = 10'b101_1100011,
    BLTU  = 10'b110_1100011,
    BGEU  = 10'b111_1100011,
    LB    = 10'b000_0000011,
    LH    = 10'b001_0000011,
    LW    = 10'b010_0000011,
    LBU   = 10'b100_0000011,
    LHU   = 10'b101_0000011,
    SB    = 10'b000_0100011,
    SH    = 10'b001_0100011,
    SW    = 10'b010_0100011,
    ADDI  = 10'b000_0010011,
    SLTI  = 10'b010_0010011,
    SLTIU = 10'b011_0010011,
    XORI  = 10'b100_0010011,
    ORI   = 10'b110_0010011,
    ANDI  = 10'b111_0010011,
    SLLI  = 10'b001_0010011,
    SRxI  = 10'b101_0010011,
    ADD   = 10'b000_0110110,
    SLL   = 10'b001_0110011,
    SLT   = 10'b010_0110011,
    SLTU  = 10'b011_0110011,
    XOR   = 10'b100_0110011,
    SRx   = 10'b101_0110011,
    OR    = 10'b110_0110011,
    AND   = 10'b111_0110011
  } RV32_INSTRUCTION;
  typedef enum logic [3:0] {
    ALU_SLL  = 4'd00,
    ALU_SRL  = 4'd01,
    ALU_SRA  = 4'd02,
    ALU_ADD  = 4'd03,
    ALU_SUB  = 4'd04,
    ALU_XOR  = 4'd05,
    ALU_OR   = 4'd06,
    ALU_AND  = 4'd07,
    ALU_SLT  = 4'd08,
    ALU_SLTU = 4'd09,
    ALU_SBT  = 4'd10,
    ALU_SBTU = 4'd11,
    ALU_EQ   = 4'd12,
    ALU_NEQ  = 4'd13,
    ALU_NOP  = 4'd15
  } RV32_ALU_OPCODE;
endpackage
module register_file (
    input  logic        rstN,
    input  logic        clk,
    input  logic [ 4:0] rs1,
    input  logic [ 4:0] rs2,
    input  logic [ 4:0] rd,
    input  logic        we,
    input  logic [31:0] data_in,
    output logic [31:0] data_out1,
    output logic [31:0] data_out2
);
  logic [31:0] register[32];
  always_comb begin
    data_out1 = register[rs1];
    data_out2 = register[rs2];
  end
  always_ff @(posedge clk, negedge rstN) begin
    if (!rstN) begin
      for (int x = 0; x < 32; x++) begin
        register[x] = 0;
      end
    end else begin
      if (we && (rd != 0)) register[rd] <= data_in;
    end
  end
endmodule
```
==> summary.txt <==
Notes on the flow outputs.

- The highest clock frequency the design can meet reads 144 MHz.
- The chip occupies 174000 um2.
- The cell depth of the worst hold path is 0.
- In the post-synthesis netlist, the biggest area contributors are dfrtp_1 50%, mux2_2 22%, a22oi_1 10%, buf_2 1.8%, clkbuf_1 1.5%.
- Data on the critical path arrives at its endpoint at 5.56 ns.
- The proportion of layout cells with a drive suffix above 1 reads 36.4%.
- The global-route usage over all layers reads 34.5%.
- For this design the ratio of total power to cell area is 286 nW/um2.
- The core utilization at floorplan reads 30.4%.
- The register area share after synthesis is 49.6%.
- The count of hold-fix buffers inserted at cts reads 0.
- Counting flops per register, the top entry is register.
- The mean number of vias per cell reads 6.74.
- The shortest clock period the worst path allows after layout is 6.96 ns.
- The cell count listed in synth_stat.txt is 4389.
- The remaining global-route overflow is 0.
- The worst register-to-register path has a setup slack of 6.05 ns.
- The estimated wirelength of the detail-placed design is 190000 um.
- The number of violations reported at the end of detailed-routing iteration 0 is 6282.
- The tally of buffers added on design ports reads 113.
- The actual slew at the worst max-slew pin is 1.54 ns.
- The nature of the critical path endpoint is an output pin.
- In this run the critical path is formed by buf_2 -> buf_4 -> nand3_1 -> nor2_4 -> buf_4 -> a21oi_1 -> o21ai_0 -> nor3_1 -> a21oi_1 -> buf_4 -> clkdlybuf4s50_1.
- Looking at the critical path, the single cell with the biggest stage delay is nor2_4.
- For reference, the placement row count at floorplan is 151.
- The maximum cell stage delay along the critical path reads 0.76 ns.
- The number of buffers inserted by post-CTS setup repair is 0.
- CTS placed an instance of clkbuf_16 at the clock tree root.
- The mean cell area of the mapped netlist is 11.8 um2.
- The detailed router placed 46800 vias in this run.
- The commonest cells after synthesis are 1024 x dfrtp_1, 1009 x mux2_2, 700 x a22oi_1, 202 x clkbuf_1, 195 x nand2_1.
- All stages included, the depth of the critical timing path comes to 11.
- The pin count of the biggest net entering global routing reads 125.
- The post-synthesis cell count is 4389.
- The TritonCTS clock tree is done.
- The synthesized design spends more area on one cell type than any other, namely dfrtp_1.
- The logs give a warning total of 56.
- The placeable core region is 170000 um2.
- The count of antenna-violating nets left after detailed routing reads 0.
- The number of global-route vias before repair came to 45300.
- Measured along the y axis, the die boundary spans 417 um.
- Broken down by cell family, the worst path's largest delay share belongs to buffers and inverters.
- Setup repair after global routing left no endpoint under its margin.
- The final max-slew violation count reads 16.
- The number of failing hold endpoints at the final stage reads 0.
- The leakage power figure is 26.2 nW.
- The endpoint required time on the critical path reads 5.60 ns.
- Across all checked pins, the minimum headroom to the slew limit is -2.98%.
- In this run, distinct cell masters in the synthesized netlist total 70.
- In the routed design, unresolved DRC markers number 0.
- Post-route period utilization is reported as 99.4%.
- The worst setup path is launched from a primary input.
- TritonRoute output was used to compute an average wire per cell of 42.3 um.
- The async set-or-reset flop fraction in the synthesized netlist reads 100%.
- The total length of routed wires is 294000 um.
- The first-pass GRT wire length is 396000 um.
- According to the I/O placement log, the pin count is 114.
- The commonest register cell after synthesis reads dfrtp_1.
- The final number of setup-violating endpoints reads 0.
- The maximum ir drop on the vdd rail reads 222 uV.
- Once synthesis finished, the tally of register bits stood at 1024.
- The class of the worst hold path reads reg -> reg.
- The largest fanout on the critical path reads 19.
- The global placer's final weighted congestion reads 1.14.
- The cell area that synthesis handed to floorplanning was 51700 um2.
- The deepest clock path buffer count is 3.
- CTS added clock buffers totalling 112.
- The logic depth of the worst register-to-register path is 1.
- The post-CTS clock slew at the launch and capture registers of the worst setup and hold paths is 0.06 ns.
- The dominant cell type by count on the critical path is buf_4.
- The setup TNS reads 0 ns.
- The post-cts sizing count reads 0.
- The initial antenna violation count is 33.
- The die outline width is 417 um.
- The worst setup path is of the in -> out kind.
- The final standard cell utilization of the core reads 36.0%.
- The overall power after layout reads 17.5 mW.
- The clock tree has to reach 1024 sinks.
- The yosys warning tally is 2.
- The chip area line in the Yosys stat output reads 51700 um2.
- Along the critical path, the tally of buffer and inverter instances is 5.
- At the later pin of the worst-skew pair, clock insertion delay measures 0.78 ns.
- The pre-antenna-repair detailed-routing pass consisted of 13 iterations.
- The number of max-cap violations is 1.
- The largest registers in the layout are register (1024).
- Looking at the clock tree report, the H-tree level count equals 3.
- The run finished, with violations left.
- The final reports fail on max-capacitance violations, max-slew violations.
- The fraction of post-synthesis cell area in the top cell type by area is 49.6%.
- The number of flops mapped to enable cells by yosys reads 0.
- The register with the most flip-flops in the layout has 1024 of them.
- The area growth from synthesis to layout reads 18.6%.
- The most instantiated library cell after synthesis is dfrtp_1.
- After layout, the setup clock skew is reported as 0 ns.
[through the flow]
step	instance area, um2	cells	hold WS, ns	setup slack [ns]
after floorplan	51700	4389	0.451	2.74
after global placement	57100	6693	0.387	0.0719
after detailed placement	57100	6693	0.390	0.134
after CTS	61200	6903	0.405	0.121
after global routing	61200	6915	0.412	0.101
final	61300	6943	0.402	0.0396
[routing by layer]
layer	global-route usage [%]	wire length, um	up-vias
li1	-	-	17200
met1	40.3	99600	23400
met2	45.2	115000	4497
met3	22.0	48300	1659
met4	25.2	29800	50
met5	2.81	889	-
[final cells by class]
cell class                 count  area [um2]
antenna                       40         100
clock buffer                 150        3230
clock inverter                60         890
fill                       16400      109000
inverter                       5        18.8
multi-input combinational   2909       24500
sequential                  1024       25600
tap                         2295        2870
timing repair buffer         460        4020
[worst paths after layout]
check | from | endpoint
max reg2reg | register[15][28]$_DFFE_PN0P_ | register[15][28]$_DFFE_PN0P_
min reg2reg | register[0][20]$_DFFE_PN0P_ | register[0][20]$_DFFE_PN0P_
max in group asynchronous | rstN | register[30][13]$_DFFE_PN0P_
max | rs2[0] | data_out2[28]
min | register[0][20]$_DFFE_PN0P_ | register[0][20]$_DFFE_PN0P_
min in group asynchronous | rstN | register[31][14]$_DFFE_PN0P_
[cell families (layout without fill, tap and decap cells)]
| logic type | Yosys count | after routing | synth area share [%] |
|---|---|---|---|
| flip-flops | 1024 | 1024 | 49.6 |
| other | 0 | 40 | 0 |
| multiplexers | 1083 | 1083 | 23.6 |
| buffers and inverters | 456 | 675 | 3.92 |
| AND-OR/OR-AND | 1090 | 1090 | 15.8 |
| AND/OR/NAND/NOR | 736 | 736 | 7.11 |
[power breakdown]
group	internal (mW)	leakage, nW	switching [mW]
combinational	1.34	11.0	1.31
clock	3.95	2.04	2.73
sequential	7.03	13.1	1.19
total	12.3	26.2	5.23
[cell usage in the layout, fill, tap and decap left out, drive strengths merged, types with 79 or more instances in the layout]
master	Yosys	final
clkdlybuf4s50	0	102
nand2	196	196
buf	249	358
nor3	79	79
mux2	1017	1017
dfrtp	1024	1024
a22oi	700	700
clkbuf	202	150
nand4	92	92
nor2	192	192
Power figures rest on the tool's default switching activity, not on a simulated workload.
